<file path="/design/flow/design.v">
`timescale 1ns / 1ps
module regfile(
    input wire clk, 
    input wire write_en, 
    input wire [4:0] regaddr1, regaddr2, 
    output wire [31:0] data_out1, data_out2,  
    input wire [4:0] data_addr, 
    input wire [31:0] data_in
    );
    reg [31:0] register[31:0];
    always @(negedge clk) begin
        if(write_en) begin
            register[data_addr] = data_in;
        end
    end
    assign data_out1 = (regaddr1==0) ? 0 : register[regaddr1];
    assign data_out2 = (regaddr2==0) ? 0 : register[regaddr2];
endmodule
</file>
<file path="/design/flow/run.sh">
#!/bin/bash
# OpenROAD 26Q1-2900-gdf79404cd8, Yosys 0.63+post, stock flow scripts
make -C /OpenROAD-flow-scripts/flow DESIGN_CONFIG=/design/flow/config.mk WORK_HOME=/design/flow/orfs finish
</file>
<file path="/design/flow/config.mk">
export PLATFORM = sky130hd
export DESIGN_NAME = regfile
export DESIGN_NICKNAME = regfile
export VERILOG_FILES = /design/flow/design.v
export SDC_FILE = /design/flow/constraint.sdc
export NUM_CORES = 4
export LEC_CHECK = 1
export CORE_UTILIZATION = 40
export SYNTH_HDL_FRONTEND = slang
</file>
<file path="/design/flow/constraint.sdc">
current_design regfile

set clk_period 11.8
set clk_io_pct 0.2

create_clock -name clk0 -period $clk_period [get_ports {clk}]

set non_clock_inputs [all_inputs -no_clocks]
set_input_delay [expr $clk_period * $clk_io_pct] -clock clk0 $non_clock_inputs
set_output_delay [expr $clk_period * $clk_io_pct] -clock clk0 [all_outputs]
</file>
==> flow_summary.yaml <==
# implementation run metrics
final_timing:
  worst_slew_pin_slew_ns: 1.006
  tns_ns: 0
  setup_viol: 0
  maxSlewViolCount: 0
  slew_headroom_pct: 31.22
  finalHoldViolCount: 0
  rsz0062_at_grt: "no"
grt:
  grt_usage_pct: 28.26
  grt_max_degree: 93
  met1_usage_pct: 29.57
  grt_pass1_vias: 36090
  use_met3_pct: 23.92
  grt_pass1_wl_um: 221900
  grtUsageMet2_pct: 40.36
  grt_overflow: 0
  grt.busiest_layer: "met2"
  grt_antenna_before_repair: 4
critical_path:
  cp-end-kind: "output port"
  worstPathMaxFanout: 2
  crit_start: "register[341]"
  critPathLaunchType: "flip-flop"
  critical_path_required_ns: 9.44
  critPathArrivalTime_ns: 9.19
  criticalPathCategory: "reg2out"
synth:
  edf_count: 1024
  yosysWarnings: 0
  syn_inst: 2461
  synth.avg_cell_area_sq_um: 19.30
  ys_area_sq_um: 47490
  syn_area_sq_um: 47490
  async_reset_ff_share_pct: 0
  ys.flops: 1024
  ys.flop_type: "edfxtp_1"
  yosys-stat-cells: 2461
  ys_seq_share_pct: 64.75
  ys_types: 45
power:
  p_seq_share_pct: 41.5
  ir_drop_uv: 130.4
  p_per_area_nw_per_um2: 168.1
  combPwrFrac_pct: 7.5
  p_int_mw: 7.075
  switchingPower_mw: 2.797
  total_leakage_power_nw: 23.08
  power_switching_share_pct: 28.33
  clock_power_share_pct: 51.0
layout:
  area.growth.synth_to_final_pct: 23.65
  largest_reg_flops: 1024
  nFillCells: 9282
  lay_top_cells: "inv_1 (1045), edfxtp_1 (1024), mux4_2 (392)"
  final_cell_count_no_fill: 5276
  layout_top_cell: "inv_1"
  drive_above_1_share_pct: 21.60
placement:
  port_buffers: 112
  hpwl_um: 85350
  dpl.cell_count: 4041
  finalWeightedCongestion: 0.9150
route:
  n_antenna_cell: 0
  detail-route-antenna-nets: 0
  drt_iter0_drc: 1928
  routed_wl_um: 153500
  vias: 30840
  dr.pass1.iters: 6
  wl_per_cell_um: 29.10
  routed_via_density: 5.845
  drc_errors: 0
hold_path:
  hp-start: "regaddr2[0]"
  hold_class: "in2out"
  worstHoldPathCells: 4
  worstHoldEndpoint: "data_out2[1]"
floorplanning:
  dieArea_sq_um: 120100
  die-width_um: 346.6
  chipHeight_um: 346.6
  core_area_sq_um: 117900
  ios: 113
  initial_utilization_pct: 40.27
  rows: 126
run:
  tool_warnings: 1027
  maxCapViolCount: 0
clock_tree:
  postCtsResizedCells: 0
  cts_buffer_depth: 3
  cts_buffers: 112
  cts_hold_repair.buffers: 0
  cts_root_buf: "clkbuf_16"
  h-tree-depth: 3
  clkTransAtPathRegs_ns: 0.03
  cts_tree: "built"
  cts_setup_buffers: 0
  clock-sinks: 1024
run_status:
  status: "complete, no violations"
final cells by class:
type / count / area (sq um) / area share [%]
multi-input combinational: 1230 / 15900 / 27.09
sequential: 1024 / 30750 / 52.37
inverter: 1 / 3.754 / 0.006393
clock buffer: 113 / 2828 / 4.816
timing repair buffer: 249 / 2366 / 4.029
clock inverter: 1123 / 4946 / 8.423
tap: 1536 / 1922 / 3.273
kinds of logic (layout without fill, tap and decap cells):
group                  count (synthesis)  in the layout  synth area share, %
muxes                                704            704                25.23
DFF                                 1024           1024                64.75
AOI/OAI and AO/OA                    346            346                5.480
buffers and inverters                207           1486                2.424
and+or+nand+nor                      180            180                2.116
critical path: stages (launching register included):
cell and delay, ns:
edfxtp_1 0.39, mux4_2 0.46, a22o_1 0.25, a2111oi_0 0.85, nor3_1 0.17, clkdlybuf4s50_1 0.46
metrics by stage:
step	power (mW)	hold slack (ns)	cell area, sq um	util, %	setup slack [ns]
CTS	10.02	5.761	58720	49.79	0.2140
finish	9.872	5.733	58720	49.79	0.2471
global route	10.45	5.832	58720	49.79	0.06071
global placement	5.383	5.769	50950	43.21	1.006
detailed placement	5.394	5.759	50950	43.21	0.9644
floorplan	5.054	4.962	47490	-	1.105
power by group through the flow:
stage / Clock, mW / Combinational, mW / Sequential (mW)
finish: 5.03 / 0.740 / 4.10
global route: 5.58 / 0.783 / 4.10
CTS: 5.18 / 0.741 / 4.10
synthesized netlist by cell type, types with 2 or more instances:
| master | instances | share of area [%] |
|---|---|---|
| buf_6 | 23 | 0.55 |
| nor4_1 | 12 | 0.16 |
| nor3_1 | 44 | 0.46 |
| a211oi_1 | 52 | 0.82 |
| a2111oi_1 | 4 | 0.084 |
| mux4_2 | 392 | 19 |
| buf_2 | 50 | 0.53 |
| or3_1 | 3 | 0.040 |
| nor2b_1 | 37 | 0.49 |
| o221ai_1 | 27 | 0.50 |
| a221oi_1 | 2 | 0.037 |
| nand2_1 | 6 | 0.047 |
| mux2i_1 | 288 | 6.1 |
| o22ai_1 | 45 | 0.59 |
| a22oi_1 | 84 | 1.3 |
| buf_4 | 31 | 0.49 |
| a22o_1 | 53 | 0.98 |
| mux2_2 | 24 | 0.57 |
| nand3_1 | 5 | 0.053 |
| a2111oi_0 | 20 | 0.37 |
| and2_1 | 9 | 0.12 |
| buf_1 | 14 | 0.11 |
| or3b_2 | 3 | 0.055 |
| o32ai_1 | 6 | 0.11 |
| nand3b_1 | 9 | 0.14 |
| o211ai_1 | 2 | 0.032 |
| edfxtp_1 | 1024 | 65 |
| clkbuf_1 | 85 | 0.67 |
| a2111oi_2 | 3 | 0.095 |
| nor4_2 | 3 | 0.079 |
| buf_8 | 2 | 0.063 |
| a31oi_1 | 9 | 0.12 |
| and3_1 | 5 | 0.066 |
| nor2_1 | 39 | 0.31 |
| a21oi_1 | 36 | 0.38 |
routing by layer:
metal  wire length, um  part of all wire [%]  up-vias
met5               470                  0.31        -
met3             27240                    18      376
met4              5776                   3.8       18
met1             47040                    31    14970
li1                  -                     -    13090
met2             73010                    48     2385
worst max path at each step:
stage                    to  slack [ns]  cells after the start
CTS           data_out1[31]        0.21                      5
global route   data_out1[4]        0.06                      5
finish        data_out1[21]        0.25                      5
Power is estimated from default activity; no workload was simulated.
